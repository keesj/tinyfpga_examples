$ cat design/flow/config.mk
export PLATFORM = sky130hd
export DESIGN_NAME = display_7_seg_hex
export DESIGN_NICKNAME = display_7_seg_hex
export VERILOG_FILES = /design/flow/design.v
export SDC_FILE = /design/flow/constraint.sdc
export NUM_CORES = 4
export LEC_CHECK = 1
export CORE_UTILIZATION = 30
$ cat design/flow/constraint.sdc
current_design display_7_seg_hex

set clk_period 3.2
set clk_io_pct 0.2

create_clock -name clk0 -period $clk_period [get_ports {clk}]

set non_clock_inputs [all_inputs -no_clocks]
set_input_delay [expr $clk_period * $clk_io_pct] -clock clk0 $non_clock_inputs
set_output_delay [expr $clk_period * $clk_io_pct] -clock clk0 [all_outputs]
$ cat design/flow/design.v
module decoder_7_seg_hex(
  input clk,
  input [3:0] data,
  output reg [6:0] seg
);
always @(posedge clk) begin
 case(data)
  'h0: seg <= 'b1111110;
  'h1: seg <= 'b0000110;
  'h2: seg <= 'b1101101;
  'h3: seg <= 'b1001111;
  'h4: seg <= 'b0010111;
  'h5: seg <= 'b1011011;
  'h6: seg <= 'b1111011;
  'h7: seg <= 'b0001110;
  'h8: seg <= 'b1111111;
  'h9: seg <= 'b1011111;
  'hA: seg <= 'b0111111;
  'hB: seg <= 'b1110011;
  'hC: seg <= 'b1111000;
  'hD: seg <= 'b1100111;
  'hE: seg <= 'b1111001;
  'hF: seg <= 'b0111001;
 endcase
end
endmodule
module display_7_seg_hex(
  input clk,
  input [7:0] value,
  output [6:0] seg,
  output reg digit
);
reg [3:0] data;
reg posn;
reg [23:0] prescaler;
decoder_7_seg_hex decoder(.clk (clk), .seg(seg), .data(data));
always @(posedge clk) begin
  prescaler <= prescaler + 1;
  if (prescaler == 8000) begin  
    prescaler <= 0;
    posn <= posn + 1;
    if (posn == 1) begin
      data <= value[7:4];
      digit <= 0;
    end else if (posn == 0) begin
      data <= value[3:0];
      digit <= 1;
    end
  end
end
endmodule
$ cat design/flow/run.sh
#!/bin/bash
# OpenROAD 26Q1-2900-gdf79404cd8, Yosys 0.63+post, stock flow scripts
make -C /OpenROAD-flow-scripts/flow DESIGN_CONFIG=/design/flow/config.mk WORK_HOME=/design/flow/orfs finish
==> out/results.ini <==
[global_routing]
grt_util_all_layers=0.0979
grt_pass1_vias=1025
antenna_found_initial=0
grt_overflow=0
grt_pass1_wl_mm=4.60
grt_max_degree=15

[setup_path]
start_kind=flip-flop
cp_slowest_cell=clkdlybuf4s50_1
cp.required_ns=2.56
worstRegToRegCells=5
crit_type=reg -> out
r2r_setup_slack_ns=1.36
critPathBufInv=1
cpLargestDelayFamily=buffers and inverters
endpoint_kind=output port
path_cells=clkdlybuf4s50_1
cp_slowest_stage_delay_ns=0.50
r2r-start=prescaler[0]
arrival_ns=1.23
rr_endpoint=data[1]
crit_fanout=6

[logic_synthesis]
yosysTopAreaCell=dfxtp_1
avgSynthCellArea_sq_um=10.4
syn_area_sq_um=1660
yosysSeqAreaShare=0.465
yosys.cell_types.count=34
postSynth.asyncResetShare=0
top_area_frac=0.374
yosysMostFrequentCell=dfxtp_1
ys.flops=36
area_leaders=dfxtp_1, xnor2_1, edfxtp_1
yosys_area_sq_um=1660
synthCells=159
ff_type=dfxtp_1
ys_warn_count=2
edf_count=5
ys_cells=159
common_cells=dfxtp_1, xnor2_1, nor2_1

[clocking]
post_cts_buffers=0
cts.clk_slew.worst_paths_ns=0.07
cts_max_level=2
cts_max_path_buffers=2
clk_latency_ns=0.28
cts_buffers=5
cts_resized=0
tritoncts=yes
cts_root_buf=clkbuf_8
cts.sinks=36
hold_buffers=0

[timing]
tightestPinTransition_ns=0.565
final-max-slew-violation-count=0
fmax_mhz=534
hold_violations=0
fin_skew_ns=0.00547
relSlewSlack=0.622
rsz0062_at_grt=false
setup_tns_ns=0
timing.final.crit_share=0.586
setup_viol=0
period_minus_slack_ns=1.87

[worst_hold_path]
hp-class=reg -> reg
hp-start=prescaler[0]
whs_endpoint=prescaler[0]
holdPathStages=1

[cells_and_area]
syn2layout_area_growth_pct=19.2
regArea_sq_um=771
drive_above_1_share=0.111
logic_area_sq_um=833
fillCellCount=525
fin_util=0.380

[pwr]
p_sw_w=0.000151
vdd_drop_max_mv=0.174
seq_power_share=0.576
clkPwrFrac=0.409
comb_power_share=0.015
netSwitchingFraction=0.190
intPower_w=0.000643
p_leak_nw=0.685
power_density_nw_per_um2=402

[drt]
drt_iter0_drc=24
vias=1099
drt-total-wl_mm=2.53
antenna_cells=0
ant_nets=0
drc=0
vias_per_cell=4.40
dr.pass1.iters=5
routedWlPerCell_um=10.1

[floorplan]
floorplan.core_util=0.319
dieArea_sq_um=5830
die_w_um=76.3
coreArea_sq_um=5200
ioPinCount=17
die_h_um=76.3
rows=26

[run]
drv_cap=0
warning_count=32

[place]
dp_hpwl_mm=1.82
routabilityCongestion=0.742
io_buffer_count=16

[status]
status=complete, no violations

==> power groups by stage <==
stage | logic [W] | registers, W | clock network (W)
5_1_grt | 0.0000126 | 0.000457 | 0.000369
6_report | 0.0000117 | 0.000457 | 0.000324
4_1_cts | 0.0000119 | 0.000457 | 0.000339
==> per-stage QoR <==
step | hold WS (ns) | std cells | setup WS [ns] | total power [W] | area, sq um
finish | 0.480 | 250 | 1.33 | 0.000794 | 1980
CTS | 0.481 | 250 | 1.30 | 0.000808 | 1980
floorplan | 0.442 | 159 | 1.54 | 0.000470 | 1660
global placement | 0.470 | 242 | 1.38 | 0.000479 | 1890
global route | 0.520 | 250 | 1.18 | 0.000838 | 1980
detailed placement | 0.464 | 242 | 1.36 | 0.000479 | 1890
==> sequential cells by signal (all words and copies together) (netlist names) <==
signal,cells
data,4
decoder.seg,7
prescaler,24
digit,1
==> cell families after synthesis <==
logic type	Yosys count	synth area share
AND-OR/OR-AND	8	0.0309
buffers and inverters	12	0.0324
adder cells (fa/ha/maj)	9	0.0679
multiplexers	6	0.0468
XOR/XNOR	23	0.122
AND/OR/NAND/NOR	65	0.235
flip-flops	36	0.465
==> metal layers <==
layer	up-vias	global-route usage	routed length, um
li1	589	-	-
met1	491	0.151	1310
met2	14	0.145	1080
met3	5	0.0219	76
met4	0	0.0173	60
met5	-	0	0
==> cell usage in the layout (no fill, tap or decap), drive strengths merged, types with 2 or more instances in the layout <==
master | netlist | final
dfxtp | 31 | 31
xnor2 | 21 | 21
clkdlybuf4s50 | 0 | 16
nor2 | 14 | 14
nand2 | 13 | 13
nor3 | 10 | 10
inv | 9 | 9
ha | 9 | 9
nand3 | 8 | 8
nand4 | 8 | 8
clkbuf | 1 | 8
edfxtp | 5 | 5
mux2 | 4 | 4
nor2b | 3 | 3
a21oi | 3 | 3
nor4 | 3 | 3
o21ai | 2 | 2
nor4b | 2 | 2
and3 | 2 | 2
xor2 | 2 | 2
==> worst max path at each step <==
stage	end	slack, ns	cells past startpoint	startpoint
global route	data[2]	1.18	5	prescaler[0]
CTS	digit	1.30	1	digit
finish	digit	1.33	1	digit
==> layout make-up <==
class	count	area share
tap	70	0.0443
clock buffer	8	0.0456
inverter	9	0.0171
timing repair buffer	16	0.0811
multi-input combinational	111	0.422
sequential	36	0.390
No activity file was given, so power comes from the tool's default toggle rates.
