[/design/flow/run.sh]
#!/bin/bash
# OpenROAD 26Q1-2900-gdf79404cd8, Yosys 0.63+post, stock flow scripts
make -C /OpenROAD-flow-scripts/flow DESIGN_CONFIG=/design/flow/config.mk WORK_HOME=/design/flow/orfs finish
[/design/flow/config.mk]
export PLATFORM = sky130hd
export DESIGN_NAME = top
export DESIGN_NICKNAME = top
export VERILOG_FILES = /design/flow/design.v
export SDC_FILE = /design/flow/constraint.sdc
export NUM_CORES = 4
export LEC_CHECK = 1
export CORE_UTILIZATION = 50
[/design/flow/constraint.sdc]
current_design top

set clk_period 4.6
set clk_io_pct 0.2

create_clock -name clk0 -period $clk_period [get_ports {CLK}]

set non_clock_inputs [all_inputs -no_clocks]
set_input_delay [expr $clk_period * $clk_io_pct] -clock clk0 $non_clock_inputs
set_output_delay [expr $clk_period * $clk_io_pct] -clock clk0 [all_outputs]
[/design/flow/design.v]
module tone(
    input clk,
    input [31:0] duration,  
    input [31:0] freq,  
    output reg tone_out,  
    output reg done
    );
parameter CLK_F = 16;  
reg [7:0] prescaler = 0;
reg [31:0] tone_counter = 0;
reg [31:0] time_counter = 0;
reg [31:0] millis  = 0;
wire [31:0] period = 1000000 / freq;
always @(posedge clk) if (duration > 0) begin
  if (time_counter == CLK_F * 1000 - 1) begin
    millis <= millis + 1;
    time_counter <= 0;
  end else time_counter <= time_counter + 1;
  if (millis < duration) begin
    prescaler <= prescaler + 1;
    if (prescaler == CLK_F / 2 - 1) begin
      prescaler <= 0;
      tone_counter <= tone_counter + 1;
      if (tone_counter >= period - 1) begin
        tone_counter <= 0;
        tone_out <= ~tone_out;
      end
    end
  end else begin
    tone_out <= 0;
    done = 1;
  end
end else begin
  millis <= 0;
  done <= 0;
  prescaler <= 0;
  time_counter <= 0;
  tone_counter <= 0;
end
endmodule
module top(
    input CLK,
    output PIN_1,
    output USBPU
);
assign USBPU = 0;
localparam G = 440, Ef = 311, F = 349, D = 294;
reg [31:0] frequency;
reg [31:0] duration = 0;
reg [21:0] beat_counter = 0;
reg [2:0] note_counter = 0;
reg bar_counter = 0;
wire done;
always @(posedge CLK) begin
  if (beat_counter == 0) begin
    note_counter <= note_counter + 1;
    if (note_counter == 7) bar_counter <= bar_counter + 1;
    if (note_counter == 4) begin
      duration <= 400;
      frequency = 1000;
    end else if (note_counter > 0 && note_counter < 4) begin
      duration <= 40;
    end else duration <= 0;
  end
  beat_counter <= beat_counter + 1;
  if (done) duration <= 0;
end
tone t(.clk (CLK), .duration(duration), .freq (frequency), .tone_out (PIN_1), .done(done));
endmodule
==> results_slide.txt <==
Physical Implementation Snapshot

Run status
  – Status: complete, no violations

Die
  – Initial cell density of the core: 51.8%
  – Die width: 114 um
  – Std-Cell Core Area: 12,100 um^2
  – I/O pins: 3
  – Row count: 40
  – Chip area: 13,000 um^2
  – Height of the die: 114 um

Yosys
  – Yosys simple share: 31.2%
  – Async S/R FF share, synth: 0%
  – Main combinational cell family by area after synthesis: simple AND/OR/NAND/NOR gates
  – Commonest flop: dfxtp_1
  – EDFF count, synth: 4
  – Register bit total from synthesis: 133
  – Xor+xnor area frac: 9.49%
  – Yosys Chip Area: 6280 um^2
  – Post-synthesis cell count: 736
  – Mux contribution to synthesized area: 0.957%
  – Synth Warn #: 2
  – Mapped Area: 6280 um^2
  – AND-OR/OR-AND Cells, Area Fraction: 8.17%
  – Distinct lib cells: 48
  – Seq share, synth: 43.0%
  – Syn_area_per_cell: 8.53 um^2
  – Yosys Instances: 736
  – Adder-Cell Fraction of Synth Area: 2.39%

Route
  – First DRT Iteration DRCs: 438
  – Detail Route Antenna Nets: 0
  – Per-cell routed wire length: 13.3 um
  – WL final: 12,100 um
  – # DRC: 0
  – First-pass DRT Iterations: 4
  – Total number of vias: 5,067
  – Via density: 5.56
  – Diodes inserted: 0

Final timing
  – Final setup fails: 0
  – Hold Fails Final Rpt: 0
  – Count of pins over their slew limit: 0
  – Min cycle time layout: 2.98 ns
  – Unrepaired setup endpoints after global routing: false
  – Worst slew pin tran: 0.874 ns
  – Tcrit/Tclk final: 64.9%
  – Slew HR: 41.3%
  – Maximum clock rate: 335 MHz
  – Clock Skew: 0.00915 ns
  – PnR worst setup slack: 1.62 ns
  – Setup TNS: 0 ns

Worst setup path
  – CP Launch Point: duration[7]
  – Critical path launch point type: register
  – Crit-path max FO: 30
  – CP Data Arrival Time: 3.29 ns
  – Critical Path RT: 4.90 ns
  – Largest delay share family, worst path: simple AND/OR/NAND/NOR gates
  – Crit path cell chain: inv_1 -> ha_1 -> nand2_1 -> nand4_1 -> or4_1 -> buf_4 -> o31ai_4 -> buf_4 -> o21ba_2
  – Worst setup EP type: register
  – Crit Reg-Reg Startpoint: duration[7]
  – Worst path max stage delay: 0.72 ns
  – Slowest stage cell on the critical path: or4_1
  – Crit-path most repeated cell: buf_4
  – CP Class: register to register
  – Worst Path Buf+Inv: 3

Finish
  – Filler instances: 1,040
  – Most numerous logic cells after layout: 129 x dfxtp_1, 81 x nor2_1, 50 x nand3_1, 50 x nand2_1, 45 x xnor2_1
  – Post-route cell area: 7040 um^2
  – Layout cell share with drive strength beyond 1: 8.48%
  – Final core occ: 58.1%
  – P&R area growth vs syn: 12.1%
  – Most numerous logic cell after layout: dfxtp_1

Power
  – P_leak: 2.51 nW
  – Comb pwr share: 0%
  – Pint: 2.02 mW
  – Flop pwr share: 46.0%
  – Max VDD drop: 0.000252 V
  – Clock share of power: 54.0%
  – Net switching fraction of the power: 19.5%
  – Switch Pwr: 0.489 mW
  – PD cells: 357 nW/um^2

Hold path
  – Min-Delay Startpoint: t.time_counter[0]
  – Worst min-delay path class: register to register

Clock tree
  – Latency at later pin: 0.41 ns
  – Clk pin slew, worst setup/hold paths: 0.06 ns
  – CTS resizes: 0
  – Clk buf depth: 2
  – Clock Sink Count: 133
  – Total CTS buffers: 17
  – H-tree Lvls: 4
  – # hold bufs at CTS: 0
  – CTS tree: built
  – CTS Root Cell: clkbuf_16
  – Number of post-CTS setup repair buffers: 0

Job
  – Max-cap violations: 0
  – Tool Warnings: 27

GRT
  – Antenna violations before repair: 0
  – Number of global-route vias before repair: 4,490
  – First-pass GRT wire length: 21,200 um
  – Global route total overflow: 0
  – Total GRT Usage: 20.5%
  – Largest net degree at the start of global routing: 31

Placement
  – Place WS: 1.62 ns
  – Port Buffers: 1
  – Hpwl dp: 8100 um
  – Final Wtd Congestion: 0.863
  – Placed inst area: 6440 um^2
==> through the flow <==
step	hold WS (ns)	power (mW)	cells
6_report	0.439	2.51	911
5_1_grt	0.455	2.60	911
4_1_cts	0.446	2.54	911
3_5_place_dp	0.429	1.18	879
3_3_place_gp	0.424	1.18	879
2_1_floorplan	0.412	1.18	736
==> cell usage after synthesis, types with 12 or more instances <==
| library cell | instances | area (um^2) |
|---|---|---|
| nand2_1 | 50 | 188 |
| or4_1 | 15 | 113 |
| inv_1 | 33 | 124 |
| nand3_1 | 50 | 250 |
| nor4_1 | 36 | 225 |
| and4_1 | 13 | 114 |
| dfxtp_1 | 129 | 2580 |
| xnor2_1 | 45 | 394 |
| ha_1 | 12 | 150 |
| xor2_1 | 23 | 201 |
| clkbuf_1 | 23 | 86.3 |
| nand4_1 | 42 | 263 |
| nor3_1 | 19 | 95.1 |
| a21oi_1 | 41 | 205 |
| nor2_1 | 82 | 308 |
| and3_1 | 23 | 144 |
==> registers in the layout (all words and copies together), names as in the netlist <==
register        flops
t.tone_counter     32
note_counter        3
t.done              1
t.prescaler         8
t.time_counter     32
duration            2
beat_counter       22
t.tone_out          1
t.millis           32
==> logic make-up (layout without fill, tap and decap cells) <==
group	Yosys count	count (layout)
other	1	1
and+or+nand+nor	363	363
xor gates and xnor gates	68	68
buffers and inverters	71	78
DFF	133	133
muxes	6	6
adders and majority gates	12	12
AOI/OAI and AO/OA	82	82
==> path summary, 6_finish.rpt <==
kind,end,slack [ns],cells past startpoint
setup reg to reg,t.tone_counter[7],1.62,9
setup / recovery,t.tone_counter[7],1.62,9
hold reg to reg,t.time_counter[0],0.44,1
hold / removal,t.time_counter[0],0.44,1
==> layer usage <==
layer	track usage [%]	up-vias	share of wire [%]
met1	32.5	2344	51
met5	0	-	0
li1	-	2645	-
met4	2.51	0	1.1
met3	3.72	11	3.1
met2	30.9	67	44
==> power by group through the flow <==
stage | sequential (mW) | clock [mW] | combinational [mW]
after CTS | 1.16 | 1.39 | 0.0000271
after global routing | 1.16 | 1.45 | 0.0000563
final | 1.16 | 1.36 | 0.0000131
==> area by class of cell <==
| class | count | area (um^2) | area share, % |
|---|---|---|---|
| Clock buffer | 20 | 447 | 6.35 |
| Inverter | 33 | 124 | 1.76 |
| Clock inverter | 12 | 150 | 2.13 |
| Tap cell | 168 | 210 | 2.99 |
| Timing Repair Buffer | 13 | 100 | 1.42 |
| Sequential cell | 133 | 2700 | 38.4 |
| Multi-Input combinational cell | 532 | 3310 | 47.0 |
No activity file was given, so power comes from the tool's default toggle rates.
